`flow/constraint.sdc`:
```
current_design id

set clk_period 2.5
set clk_io_pct 0.2

create_clock -name clk0 -period $clk_period

set non_clock_inputs [all_inputs -no_clocks]
set_input_delay [expr $clk_period * $clk_io_pct] -clock clk0 $non_clock_inputs
set_output_delay [expr $clk_period * $clk_io_pct] -clock clk0 [all_outputs]
```
`flow/config.mk`:
```
export PLATFORM = sky130hd
export DESIGN_NAME = id
export DESIGN_NICKNAME = id
export VERILOG_FILES = /design/flow/design.v
export SDC_FILE = /design/flow/constraint.sdc
export NUM_CORES = 4
export LEC_CHECK = 1
export CORE_AREA = 10 10 94 94
export DIE_AREA = 0 0 104 104
```
`flow/run.sh`:
```
#!/bin/bash
# OpenROAD 26Q1-2900-gdf79404cd8, Yosys 0.63+post, stock flow scripts
make -C /OpenROAD-flow-scripts/flow DESIGN_CONFIG=/design/flow/config.mk WORK_HOME=/design/flow/orfs finish
```
`flow/design.v`:
```
module id (
    input [31:0] inst_i,
    input [31:0]    reg1_rdata_i,    
    input [31:0]    reg2_rdata_i,    
    output reg [3:0]    alu_op,          
    output reg [31:0]   reg1_data_o,     
    output reg [31:0]   reg2_data_o,     
    output reg [31:0]   imm_o,
    output reg          branch,          
    output reg          jump,            
    output reg          reg_wen,             
    output reg [4:0]    reg_waddr,           
    output reg [4:0]    reg1_raddr,          
    output reg [4:0]    reg2_raddr,          
    output reg          mem_read,            
    output reg          mem_write,           
    output reg          ecall,
    output reg          ebreak,
    output reg          fence,
    output reg [1:0]    alu_src_sel,      
    output reg [1:0]    PC_add_sel       
);
    reg [5:0]    imm_gen_op;          
    wire[6:0] opcode = inst_i[ 6: 0];
    wire[3:0] funct3 = inst_i[14:12];
    wire[6:0] funct7 = inst_i[31:25];
    wire[4:0] rs1    = inst_i[19:15];
    wire[4:0] rs2    = inst_i[24:20];
    wire[4:0] rd     = inst_i[11: 7];
    assign reg1_data_o  =   reg1_rdata_i;
    assign reg2_data_o  =   reg2_rdata_i;
    always @(*) begin
        branch          =1'b0;
        jump            =1'b0;
        reg_wen         =1'b0;
        reg_waddr       =5'b0;
        reg1_raddr      =5'b0;
        reg2_raddr      =5'b0;
        imm_gen_op      =6'b100000;
        alu_op          =4'b0000;
        alu_src_sel     =2'b00;
        mem_read        =1'b0;
        mem_write       =1'b0;
        PC_add_sel      =2'b00;      
        ecall           =1'b0;
        ebreak          =1'b0;
        fence           =1'b0;
        case (opcode)
            7'b0110011:begin
                reg_wen     = 1'b1;    
                reg_waddr   = rd;
                reg1_raddr  = rs1;
                reg2_raddr  = rs2;
                case (funct3)
                    3'b000,3'b000:       
                        alu_op = (funct7==7'b0000000) ? 4'b0000 : 4'b1000;
                    3'b100:
                        alu_op = 4'b0100;
                    3'b110:
                        alu_op = 4'b0110;
                    3'b111:
                        alu_op = 4'b0111;
                    3'b001:
                        alu_op = 4'b0001;
                    3'b101,3'b101:
                        alu_op = (funct7==7'b0000000) ? 4'b0101 : 4'b1101;
                    3'b010:
                        alu_op = 4'b0010;
                    3'b011:
                        alu_op = 4'b0011;
                    default:
                        alu_op = 4'b0000;
                endcase  
            end
            7'b0010011:begin
                reg_wen     = 1'b1;
                reg_waddr   = rd;
                reg1_raddr  = rs1;
                alu_src_sel = 2'b01;
                imm_gen_op  = 6'b000001;
                case (funct3)
                    3'b000:
                        alu_op = 4'b0000;
                    3'b100:
                        alu_op = 4'b0100;
                    3'b110:
                        alu_op = 4'b0110;
                    3'b111:
                        alu_op = 4'b0111;
                    3'b001:
                        alu_op = 4'b0001;
                    3'b101:
                        alu_op = 4'b0101;
                    3'b101:
                        alu_op = 4'b1101;
                    3'b010:
                        alu_op = 4'b0010;
                    3'b011:
                        alu_op = 4'b0011;
                    default: alu_op = 4'b0000;  
                endcase
            end
            7'b0000011:begin
                reg_wen     = 1'b1;
                reg_waddr   = rd;
                reg1_raddr  = rs1;
                alu_src_sel = 2'b01;
                mem_read    = 1'b1;
                imm_gen_op  = 6'b000001;
                case (funct3)
                    3'b000,3'b001,3'b010,3'b100,3'b101: 
                        alu_op      = 4'b0000;
                    default: alu_op = 4'b0000;  
                endcase
            end
            7'b0100011:begin
                reg1_raddr  = rs1;
                reg2_raddr  = rs2;
                alu_src_sel = 2'b01; 
                imm_gen_op  =3'b001;
                mem_write   = 1'b1;
                imm_gen_op  = 6'b000010;
                case (funct3)
                    3'b000,3'b001,3'b010: 
                        alu_op      = 4'b0000;
                    default: alu_op      = 4'b0000;
                endcase
            end
            7'b1100011:begin
                branch          =1'b1;              
                reg1_raddr      = rs1;
                reg2_raddr      = rs2;
                alu_src_sel     =2'b11;
                imm_gen_op      = 6'b000100;
                PC_add_sel      =2'b01;          
                case (funct3)
                    3'b000:begin
                        alu_op  = 4'b1001;
                    end
                    3'b001:begin
                        alu_op  = 4'b1010;
                    end
                    3'b100:begin
                        alu_op  = 4'b0010;
                    end
                    3'b101:begin
                        alu_op  = 4'b1100;
                    end
                    3'b110:begin
                        alu_op  = 4'b0011;
                    end
                    3'b111:begin
                        alu_op  = 4'b1011;
                    end
                    default: alu_op  =  4'b1001;
                endcase
            end
            7'b1101111:begin
                jump            =1'b1;       
                reg_wen         =1'b1;      
                reg_waddr       =rd;
                imm_gen_op      =6'b010000;
                PC_add_sel      =2'b01;          
            end
            7'b1100111:begin
                case (funct3)
                    3'b000:begin
                        jump            =1'b1; 
                        reg_wen         =1'b1; 
                        reg_waddr       =rd;
                        imm_gen_op      =6'b000001;
                        PC_add_sel      =2'b10;          
                    end
                endcase
            end
            7'b0110111:begin
                reg_wen         =1'b1; 
                reg_waddr       =rd;
                imm_gen_op      =6'b001000;
            end
            7'b0010111:begin
                reg_wen         =1'b1; 
                reg_waddr       =rd;
                imm_gen_op      =6'b001000;
            end
            7'b1110011:begin
                case (funct3)
                    3'b000, 3'b000: begin
                        ecall = (funct7==7'b0000000) ? 1'b1 : 1'b0;
                        ebreak = (funct7==7'b0000001) ? 1'b1 : 1'b0;
                    end
                    default: begin
                        ecall = 1'b0;
                        ebreak = 1'b0;
                    end
                endcase
            end
            7'b0001111:begin
                case (funct3)
                    3'b000: fence = 1'b1;
                    default: fence = 1'b0;
                endcase
            end
            default:begin
                end
        endcase
    end
wire [31:0] Iimm = {{21{inst_i[31]}}, inst_i[30:20]};
wire [31:0] Simm = {{21{inst_i[31]}}, inst_i[30:25], inst_i[11:7]};
wire [31:0] Bimm = {{20{inst_i[31]}}, inst_i[7], inst_i[30:25], inst_i[11:8], 1'b0};
wire [31:0] Uimm = {inst_i[31:12], 12'b0};
wire [31:0] Jimm = {{12{inst_i[31]}}, inst_i[19:12], inst_i[20], inst_i[30:21], 1'b0};
assign imm_o = {32{imm_gen_op[0]}} & Iimm
             | {32{imm_gen_op[1]}} & Simm
             | {32{imm_gen_op[2]}} & Bimm
             | {32{imm_gen_op[3]}} & Uimm
             | {32{imm_gen_op[4]}} & Jimm;
endmodule
```
==> run_results.csv <==
group,metric,value,unit
floorplan,ios,223,
routing,routedWlPerCell,16.2,um
synth,aoi_share,0.262,
floorplan,floorplan.core_util,0.199,
synth,adder_share,0,
cells_and_area,flop_area,0,sq um
setup_path,cp.arrival,1.96,ns
synth,xor_share,0,
routing,drt_pre_antenna_iters,4,
global_route,antenna_found_initial,0,
place,post-place-ws,-0.491,ns
global_route,grt_pass1_vias,1754,
synth,netlist_area,1360,sq um
sta,finalCriticalPeriod,2.46,ns
routing,ant_nets,0,
power,power,0.000197,W
power,p_per_area,76.8,nW/um^2
setup_path,cp-start-kind,"primary input",
sta,fin_crit_sh,0.985,
synth,yosysSeqAreaShare,0,
routing,n_antenna_cell,0,
global_route,grt_start_max_net_pins,12,
setup_path,cp_cell_sequence,"buf_4 > and4b_2 > o2111ai_4 > buf_6 > nand3_4 > buf_4 > clkdlybuf4s50_1",
floorplan,coreArea,6830,sq um
sta,setup_ws,0.0366,ns
routing,totalWireLength,6.08,mm
sta,finalHoldViolations,0,
place,hpwlAfterDp,4.84,mm
place,dpl-instance-area,2200,sq um
floorplan,chip_area,10800,sq um
synth,top_cells_by_area,"buf_4, and2_1, a21o_2",
synth,yosys_area,1360,sq um
power,ir_worst_vdd,0.0367,mV
cells_and_area,fin_area,2570,sq um
setup_path,end_kind,"output pin",
synth,yosys_warnings,4,
floorplan,rows,30,
global_route,grt-ovfl-total,0,
setup_path,cp-endpoint,"reg_wen",
job,maxCapViolCount,0,
sta,timing.setup.tns,0,ns
sta,setup_viol,0,
setup_path,critPathKind,"primary input to output pin",
setup_path,worst-path-max-fanout,6,
synth,syn_area_per_cell,7.23,sq um
outcome,outcome,"completed",
cells_and_area,lay_top_cells,"buf_4, dlygate4sd2_1, clkdlybuf4s50_1",
cells_and_area,clockBufferCount,0,
sta,fmax,0.406,GHz
routing,dr_total_vias,1589,
place,gp_congestion,0.873,
synth,yosys_cells,188,
synth,synthDistinctLibCells,40,
sta,rsz0062_at_grt,"true",
routing,drt_iter0_drc,50,
synth,synth.top_cell.area_share,0.365,
power,p_leak,1.59,nW
floorplan,dieWidth,104,um
global_route,grtUsageTotal,0.104,
synth,largest_area_cell,"buf_4",
synth,top_logic_kind,"buffers and inverters",
floorplan,die_y,104,um
place,port_buffers,95,
global_route,grt_pass1_wl,9.36,mm
job,warnings,33,
synth,synthCells,188,
setup_path,cp_slowest_stage_delay,0.45,ns
synth,mux_area_frac,0,
cells_and_area,drive_above_1_share,0.452,
sta,relSlewSlack,0.750,
setup_path,crit_slowest_cell,"clkdlybuf4s50_1",
routing,vias_per_cell,4.24,
setup_path,timing.critical_path.mode_cell,"buf_4",
setup_path,required,2.00,ns
routing,detail_route.drc_violations,0,
synth,synthSimpleGateAreaFrac,0.320,
setup_path,startpoint,"inst_i[4]",
sta,worstMarginPinSlew,0.375,ns
cells_and_area,seq_cells,0,
cells_and_area,final_common_cell,"buf_4",
clock_network,hold_buffers,0,
hold_path,hold_class,"primary input to output pin",
cells_and_area,instances_no_fill,375,
cells_and_area,syn2layout_area_growth,89.1,%
place,dp_cells,349,
sta,slew_viol_final,0,
## critical path, delay by kind of cell
family | cells | cell delay, ns
compound gates | 1 | 0.17
buf+inv | 4 | 0.87
simple gates | 2 | 0.42
## synthesized netlist by cell type (all sizes together) (3+ instances only)
cell type	number
nand2b	5
or3	3
nand3	3
o21ai	7
nor3	4
buf	71
inv	6
and2	21
a21o	20
a22o	6
nor2	10
nand2	9
## cell families (layout without fill, tap and decap cells)
group / Yosys count / count (layout)
AOI/OAI and AO/OA: 43 / 44
and+or+nand+nor: 68 / 68
buffers and inverters: 77 / 167
## metrics by stage
| step | util | hold WS (ns) |
|---|---|---|
| after floorplan | - | 1.01 |
| after global placement | 0.323 | 1.00 |
| after detailed placement | 0.323 | 1.00 |
| after CTS | 0.362 | 1.00 |
| after global routing | 0.376 | 1.00 |
| final | 0.376 | 1.00 |
## cell type report
cell class                      count  area (sq um)
Timing Repair Buffer              161          1480
Multi-Input combinational cell    112           943
Inverter                            6          25.0
Tap cell                           96           120
Fill cell                         711          4260
## worst min-delay path by stage
stage / to / cells past startpoint / slack [ns] / from
6_report: reg1_data_o[0] / 0 / 1.00 / reg1_rdata_i[0]
5_1_grt: reg1_data_o[14] / 0 / 1.00 / reg1_rdata_i[14]
4_1_cts: reg1_data_o[0] / 0 / 1.00 / reg1_rdata_i[0]
## power by group
part           internal, W  total (W)  switching [W]
combinational     0.000120   0.000197      0.0000779
sequential               0          0              0
clock                    0          0              0
## routing by layer
metal,GRT usage,routed length (um),vias to the layer above
li1,-,-,769
met2,0.175,2800,75
met4,0.0129,78,0
met5,0,0,-
met1,0.126,2670,721
met3,0.0376,531,24
## what timing repair did
item,CTS,global route
endpoints found under the setup margin,63,22
pin swaps,30,12
resized,136,26
buffers inserted,22,2
cloned,3,0
Power and IR drop assume default switching activity.
